==> /design/flow/config.mk <==
export PLATFORM = sky130hd
export DESIGN_NAME = VGA_Controller
export DESIGN_NICKNAME = VGA_Controller
export VERILOG_FILES = /design/flow/design.v
export SDC_FILE = /design/flow/constraint.sdc
export NUM_CORES = 4
export LEC_CHECK = 1
export CORE_UTILIZATION = 50
==> /design/flow/design.v <==
module VGA_Controller #(
    parameter H_PIXELS       = 800,    
    parameter V_PIXELS       = 600,    
    parameter H_FRONTPORCH   = 56,     
    parameter H_SYNC_PULSE   = 120,    
    parameter H_BACKPORCH    = 64,     
    parameter V_FRONTPORCH   = 37,     
    parameter V_SYNC_PULSE   = 6,      
    parameter V_BACKPORCH    = 23,     
    parameter H_POLARITY     = 1'b1,   
    parameter V_POLARITY     = 1'b1    
)(
    input  wire       vga_clk,         
    input  wire       rstn,            
	 input  wire [23:0] obj_color,
    output wire       vga_clk_out,     
    output reg        vga_hsync,       
    output reg        vga_vsync,       
    output wire [7:0] vga_r,
    output wire [7:0] vga_g,
    output wire [7:0] vga_b
);
    localparam H_PERIOD = H_SYNC_PULSE + H_FRONTPORCH + H_PIXELS + H_BACKPORCH;
    localparam V_PERIOD = V_SYNC_PULSE + V_FRONTPORCH + V_PIXELS + V_BACKPORCH;
    reg [11:0] h_count = 0;  
    reg [11:0] v_count = 0;  
    reg [31:0] row = 0;
    reg [31:0] col = 0;
	 wire [23:0]  obj_color_w;
	 wire [23:0]  bkg_color_w;
    image_gen u1 (
        .clk(vga_clk),
        .row(row),
        .col(col),
		  .obj_color(obj_color_w),
		  .bkg_color(bkg_color_w),		  
        .red(vga_r),
        .green(vga_g),
        .blue(vga_b)
    );
    assign vga_clk_out = vga_clk;
    assign vga_sync_n  = 1'b0;  
    assign vga_blank_n = (h_count < H_PIXELS && v_count < V_PIXELS);
	 assign obj_color_w = obj_color;
	 assign bkg_color_w = 24'hFFFFFF;
    always @(posedge vga_clk or negedge rstn) begin
        if (!rstn) begin
            vga_hsync <= !H_POLARITY;
            vga_vsync <= !V_POLARITY;
            h_count   <= 0;
            v_count   <= 0;
            row       <= 0;
            col       <= 0;
        end else begin
            if (h_count <= H_PERIOD - 1) begin
                h_count <= h_count + 1;
            end else begin
                h_count <= 0;
                if (v_count <= V_PERIOD - 1) begin
                    v_count <= v_count + 1;
                end else begin
                    v_count <= 0;
                end
            end
            if (h_count < H_PIXELS) begin
                col <= h_count;
            end
            if (v_count < V_PIXELS) begin
                row <= v_count;
            end
            if ((h_count >= H_PIXELS + H_FRONTPORCH) && 
                (h_count < H_PIXELS + H_FRONTPORCH + H_SYNC_PULSE)) begin
                vga_hsync <= H_POLARITY;
            end else begin
                vga_hsync <= !H_POLARITY;
            end
            if ((v_count >= V_PIXELS + V_FRONTPORCH) && 
                (v_count < V_PIXELS + V_FRONTPORCH + V_SYNC_PULSE)) begin
                vga_vsync <= V_POLARITY;
            end else begin
                vga_vsync <= !V_POLARITY;
            end
        end
    end
endmodule
module image_gen #(
    parameter PIXELS_Y = 600,
    parameter PIXELS_X = 800
)(
    input  wire        clk,
    input  wire [31:0] row,    
    input  wire [31:0] col,    
	 input  wire [23:0]  obj_color,
	 input  wire [23:0]  bkg_color,
    output reg  [7:0]  red   = 8'h00,
    output reg  [7:0]  green = 8'h00,
    output reg  [7:0]  blue  = 8'h00
);
    reg [45:0] imageData [0:45];
    reg pixel_on;
    initial begin
        imageData[0]  = 46'b0000000000000000001111111111000000000000000000;
        imageData[1]  = 46'b0000000000000111111111111111111110000000000000;
        imageData[2]  = 46'b0000000000001111111111111111111111000000000000;
        imageData[3]  = 46'b0000000000011111111111111111111111100000000000;
        imageData[4]  = 46'b0000000001111111111111111111111111111000000000;
        imageData[5]  = 46'b0000000011111111111111111111111111111100000000;
        imageData[6]  = 46'b0000001111111111111111111111111111111111000000;
        imageData[7]  = 46'b0000011111111111111111111111111111111111100000;
        imageData[8]  = 46'b0000111111111111111111111111111111111111110000;
        imageData[9]  = 46'b0000111111111111111111111111111111111111110000;
        imageData[10] = 46'b0001111111111111111111111111111111111111111000;
        imageData[11] = 46'b0001111111111111111111111111111111111111111000;
        imageData[12] = 46'b0011111111111111111111111111111111111111111100;
        imageData[13] = 46'b0111111111111100001111111111000011111111111110;
        imageData[14] = 46'b0111111111111000000111111110000001111111111110;
        imageData[15] = 46'b0111111111111000000111111110000001111111111110;
        imageData[16] = 46'b0111111111111000000111111110000001111111111110;
        imageData[17] = 46'b0111111111111000000111111110000001111111111110;
        imageData[18] = 46'b1111111111111100001111111111000011111111111111;
        imageData[19] = 46'b1111111111111111111111111111111111111111111111;
        imageData[20] = 46'b1111111111111111111111111111111111111111111111;
        imageData[21] = 46'b1111111111111111111111111111111111111111111111;
        imageData[22] = 46'b1111111111111111111111111111111111111111111111;
        imageData[23] = 46'b1111111111111111111111111111111111111111111111;
        imageData[24] = 46'b1111111111111111111111111111111111111111111111;
        imageData[25] = 46'b1111111111111111111111111111111111111111111111;
        imageData[26] = 46'b1111111111111111111111111111111111111111111111;
        imageData[27] = 46'b1111111111110000000000000000000000111111111111;
        imageData[28] = 46'b0111111111110000000000000000000000111111111110;
        imageData[29] = 46'b0111111111110000000000000000000000111111111110;
        imageData[30] = 46'b0111111111110000000000000000000000111111111110;
        imageData[31] = 46'b0111111111111000000000000000000001111111111110;
        imageData[32] = 46'b0111111111111000000000000000000001111111111110;
        imageData[33] = 46'b0011111111111100000000000000000011111111111100;
        imageData[34] = 46'b0001111111111100000000000000000011111111111000;
        imageData[35] = 46'b0001111111111111000000000000001111111111111000;
        imageData[36] = 46'b0000111111111111110000000000111111111111110000;
        imageData[37] = 46'b0000011111111111111000000001111111111111100000;
        imageData[38] = 46'b0000011111111111111111111111111111111111100000;
        imageData[39] = 46'b0000000111111111111111111111111111111110000000;
        imageData[40] = 46'b0000000011111111111111111111111111111100000000;
        imageData[41] = 46'b0000000001111111111111111111111111111000000000;
        imageData[42] = 46'b0000000000011111111111111111111111100000000000;
        imageData[43] = 46'b0000000000001111111111111111111111000000000000;
        imageData[44] = 46'b0000000000000011111111111111111100000000000000;
        imageData[45] = 46'b0000000000000000001111111111000000000000000000;
    end
	always @(posedge clk) begin
		 if ((col >= 400 && col <= 445) && (row >= 400 && row <= 445)) begin
			  pixel_on <= imageData[row-400][45-(col-400)];
			  if (pixel_on) begin
					red   <= obj_color[23:16];
					green <= obj_color[15:8];
					blue  <= obj_color[7:0];
			  end else begin
					red   <= bkg_color[23:16];
					green <= bkg_color[15:8];
					blue  <= bkg_color[7:0];
			  end
		 end else begin
			  red   <= 8'h00;
			  green <= 8'h00;
			  blue  <= 8'h00;
		 end
	end
endmodule
==> /design/flow/constraint.sdc <==
current_design VGA_Controller

set clk_period 6.2
set clk_io_pct 0.2

create_clock -name clk0 -period $clk_period [get_ports {vga_clk}]

set non_clock_inputs [all_inputs -no_clocks]
set_input_delay [expr $clk_period * $clk_io_pct] -clock clk0 $non_clock_inputs
set_output_delay [expr $clk_period * $clk_io_pct] -clock clk0 [all_outputs]
==> /design/flow/run.sh <==
#!/bin/bash
# OpenROAD 26Q1-2900-gdf79404cd8, Yosys 0.63+post, stock flow scripts
make -C /OpenROAD-flow-scripts/flow DESIGN_CONFIG=/design/flow/config.mk WORK_HOME=/design/flow/orfs finish
==> writeup.txt <==
The flow ran to the end, and the final reports show no timing, DRC or antenna violations. The run gives 33 for the site row count. The logs give 53 for the number of primary I/O pins and 4.96 ns for the data required time at the worst endpoint.

In the CTS report, the clock slew at the register clock pins of the worst setup and hold paths is listed as 0.08 ns. Per the OpenROAD floorplan log, the width of the die is 93.7 um. The async set or reset register ratio after synthesis is 66.7%. Worst-path maximum fanout: 2.

From synthesis to final layout, the design area changed by 18.5%. The post-synth design cell area was 4210 sq um; the count of unresolved DRC violations after routing was 0. The run gives 9020 um as the total detailed-routing wirelength. Setup repair after global routing left no endpoint under its margin. Ratio of cells with drive above 1 in the final layout: 9.58%. Adding up every negative setup slack in the final design gives 0 ns.

In the final routing, the length of wire on met1 measures 4380 um. With the final setup skew at 0.0106 ns, the final routed wire length divided by cell count is 14.4 um. The worst pin sits at a relative slew slack of 48.2%. The number of setup buffers added after CTS is 0. Per the log, the first TritonRoute iteration ended with a DRC count of 108.

The post-synthesis cell type with the largest combined area was sky130_fd_sc_hd__dfrtp_1. Per the post-route antenna check, the number of violating nets is 0. In this run the power density over the cells is 314 nW/um^2.

The clock reaches the later pin of the worst-skew pair after 0.45 ns. TritonCTS built the clock tree. For the count of distinct cell types in the synthesized netlist, the log shows 68. Wire segments on met3 add up to 343 um in the final route. The die outline height was 93.7 um; the share of synthesized area occupied by flip-flops and latches was 41.9%. The run gives 51.4% as the effective utilization at floorplan.

Per the cell usage report, the commonest logic cell in the layout is sky130_fd_sc_hd__clkdlybuf4s50_1. The run gives 29.8% for the fraction of post-synthesis cell area in the top cell type by area. The worst setup path is captured at an output port. The final layout report lists a filler cell count of 687.

The reg-to-reg startpoint is row[4]$_DFFE_PN0N_. Overall routing resource usage recorded by global route was 22.9%. The run gives 15,500 um for the global-route wire length before repair.

Summing all flip-flop and latch instances after layout gives 1760 sq um. After clock tree synthesis, the repair step resized 0 gates. With the placement-stage worst setup slack at 1.49 ns, the sum of internal, switching and leakage power is 0.00156 W. The via count of the first global-routing pass came out at 3,212. The tools report the end of the worst register-to-register path as u1.pixel_on$_DFFE_PP_.

The run gives 480 for the number of cell instances after yosys synthesis. By area the synthesized netlist is led by sky130_fd_sc_hd__dfrtp_1, sky130_fd_sc_hd__dfxtp_1, sky130_fd_sc_hd__a21oi_1, sky130_fd_sc_hd__ha_1, sky130_fd_sc_hd__mux2_2. The routed design ends up with an antenna cell count of 0. For the final non-filler cell total, the log shows 627. The final timing report gives a worst setup slack of 1.25 ns. The post-synthesis sequential element count was 75; the initial antenna violation count was 0. The run gives 4170 um as the met2 wire length.

The run gives 0 as the setup violation total in the final timing report. The number of enable flip-flop cells is 1. Entering global routing, the biggest net connects 51 pins. Cells fill 60.9% of the core in the end. Most instantiated flip-flop cell in the synthesis netlist: sky130_fd_sc_hd__dfrtp_1.

The weighted congestion reported at the end of routability-driven placement is 0.877, and the number of placed cells counting well taps is 608. The number of vias in the routed layout is 3,517. In the final report, the number of hold violations comes to 0. Per the final report, max-transition violations number 0. The cell count after synthesis came out at 480. The worst setup path is of the clock port to output port kind. Number of hold buffers added after cts: 0. The worst hold path depth was 1; the max capacitance violation total was 0. The worst supply voltage drop on vdd was 0.168 mV; the placeable core region was 8180 sq um.

The most critical min-delay path falls under register to register. After floorplanning, the die was sized to cover 8780 sq um. Launch point of the worst hold path: col[10]$_DFFE_PN0N_. In the layout the commonest cells are sky130_fd_sc_hd__clkdlybuf4s50_1, sky130_fd_sc_hd__dfrtp_1, sky130_fd_sc_hd__a21oi_1, sky130_fd_sc_hd__nand2_1, sky130_fd_sc_hd__inv_1. The slack of the worst reg-to-reg path came out at 2.98 ns.

For the pin with the worst max-slew slack, the measured transition is 0.777 ns. The endpoint of the worst hold path is reported as col[10]$_DFFE_PN0N_. With the via density per instance at 5.61, the remaining global-route overflow is 0.

The number of warnings reported in the stage logs is 34. After synthesis, the mean cell area works out to 8.76 sq um. Nature of the critical path startpoint: a clock port. The wire-length estimate of the detail-placed layout is 6280 um.

Logic depth along the worst register-to-register path is recorded as 9. Post-synthesis, Yosys gives the total cell area as 4210 sq um. The total of warnings raised by yosys was 4; the detailed-router iteration count before antenna repair was 5. After detailed routing, no signal wire sits above met4. Buffers placed on the I/O ports in this run total 52. The total area of multi-input combinational cells is 2150 sq um, and the data arrival time of the critical path is 3.71 ns. The script extracted a total leakage power of 2.21 nW.
## worst max path at each step
stage	start	end	cells after the start	slack (ns)
5_1_grt	vga_clk	vga_clk_out	3	1.24
4_1_cts	vga_clk	vga_clk_out	3	1.24
6_report	vga_clk	vga_clk_out	3	1.25
## per-stage QoR
step,hold slack [ns],instance area [sq um]
6_report,0.495,4980
2_1_floorplan,0.450,4210
4_1_cts,0.499,4980
5_1_grt,0.511,4980
3_5_place_dp,0.472,4730
3_3_place_gp,0.469,4730
## per-layer routing
metal,up-vias,GRT usage [%]
met5,-,0
met4,0,3.46
met3,12,2.96
met2,76,33.3
met1,1669,38.8
li1,1760,-
## report_power, final
part	internal [W]	switching, W	total (W)	leakage [nW]
Combinational	0.000215	0.000270	0.000485	1.21
Sequential	0.000521	0.000108	0.000629	0.871
Clock	0.000253	0.000196	0.000449	0.134
Total	0.000990	0.000574	0.00156	2.21
## logic make-up (layout without fill, tap and decap cells)
family | Yosys count | count (layout) | synth area share [%]
AOI/OAI and AO/OA | 128 | 128 | 19.9
buffers and inverters | 73 | 115 | 6.99
DFF | 75 | 75 | 41.9
xor gates and xnor gates | 19 | 19 | 3.96
muxes | 18 | 18 | 5.00
other | 1 | 1 | 0.0892
adders and majority gates | 13 | 13 | 3.87
and+or+nand+nor | 153 | 153 | 18.3
## critical path: stages
cell                              delay [ns]
sky130_fd_sc_hd__clkbuf_8               0.11
sky130_fd_sc_hd__clkbuf_8               0.12
sky130_fd_sc_hd__clkdlybuf4s50_1        0.39
## layout make-up
class                      instances  area share [%]
sequential                        75            35.4
multi-input combinational        332            43.1
tap                              105            2.64
clock buffer                      14            3.79
inverter                          42            3.16
clock inverter                     6            1.46
timing repair buffer              53            10.4
## cell usage after synthesis, drive strengths merged, types with 8 or more instances
cell type   n
dfrtp      50
a21oi      44
nand2      42
inv        41
nor2       29
o21ai      26
dfxtp      24
nand3      21
clkbuf     19
mux2       14
ha         13
buf        12
a31oi      11
xor2       10
xnor2       9
nor3        8
## registers in the layout, summed over array words and instances (netlist names), 8 cells and up
signal    flops
v_count      12
u1.blue       8
u1.red        8
u1.green      8
h_count      12
col          12
row          12
Power is estimated from default activity; no workload was simulated.
